[flow/run.sh]
#!/bin/bash
# OpenROAD 26Q1-2900-gdf79404cd8, Yosys 0.63+post, stock flow scripts
make -C /OpenROAD-flow-scripts/flow DESIGN_CONFIG=/design/flow/config.mk WORK_HOME=/design/flow/orfs finish
[flow/config.mk]
export PLATFORM = sky130hd
export DESIGN_NAME = fifo
export DESIGN_NICKNAME = fifo
export VERILOG_FILES = /design/flow/design.v
export SDC_FILE = /design/flow/constraint.sdc
export NUM_CORES = 4
export LEC_CHECK = 1
export CORE_UTILIZATION = 50
[flow/constraint.sdc]
current_design fifo

set clk_period 5.7
set clk_io_pct 0.2

create_clock -name clk0 -period $clk_period [get_ports {clk}]

set non_clock_inputs [all_inputs -no_clocks]
set_input_delay [expr $clk_period * $clk_io_pct] -clock clk0 $non_clock_inputs
set_output_delay [expr $clk_period * $clk_io_pct] -clock clk0 [all_outputs]
[flow/design.v]
module fifo (
	idata,
	odata,
	wr_en,
	rd_en,
	empty,
	full,
	ordy,
	clk,
	rst_
);
input	[34:0]	idata;
output	[34:0]	odata;
input			wr_en;
input			rd_en; 
output			empty;
output			full;
output			ordy;
input	clk, rst_;
reg	[34:0]	ram	[0:4];
reg	[2:0]	rd_addr, wr_addr;
reg	[3:0]	d_cnt;
wire			set;
integer	i;
always @ (posedge clk) begin
	if (rst_ == 1'b0) 
		wr_addr	<= 0;
	else if (set) 
		if (wr_addr == 4)
			wr_addr	<= 0;
		else
			wr_addr	<= wr_addr + 1;
end
always @ (posedge clk) begin
	if (rst_ == 1'b0) 
		rd_addr	<= 0;
	else if (~empty & rd_en) 
		if (rd_addr == 4)
			rd_addr	<= 0;
		else
			rd_addr	<= rd_addr + 1;
end
always @ (posedge clk) begin
	if (rst_ == 1'b0) 
		d_cnt	<= 0;
	else if (~full  & wr_en & ~(rd_en & ~empty)) 
		d_cnt	<= d_cnt + 1;
	else if (~empty & rd_en & ~wr_en) 
		d_cnt	<= d_cnt - 1;
end
assign	full	= (d_cnt == 5);
assign	empty	= (d_cnt == 0);
assign	set	= (~full | rd_en) & wr_en;
assign	ordy	= ((5 - d_cnt) >= 5) ? 1'b1 : 1'b0;
assign	odata	= ~empty ? ram[rd_addr] : 0;
always @ (posedge clk) begin
	if (rst_ == 1'b0) 
		for (i = 0; i < 5; i = i + 1)
			ram[i]	<= 0;
	else if (set) 
		ram[wr_addr]	<= idata;
end
endmodule
==> metrics.cfg <==
[place]
dp_hpwl_um = 14900
postPlaceCellArea_um2 = 13700
gp_congestion = 0.810
io_buffer_count = 76

[critical_path]
r2r_start = d_cnt[1]$_SDFFE_PN0P_
reg2reg_depth = 8
critPathLaunchType = flip-flop
cp-end-kind = primary output
reg2reg_to = ram[3][25]$_SDFFCE_PN0P_
critical_path_class = flip-flop to primary output
critPathArrivalTime_ns = 3.03
path_max_fanout = 28
crit_required_ns = 4.56
r2r_slack_ns = 2.69

[detailed_routing]
wl_per_cell_um = 22.2
viasPerCell = 5.84
firstDrtPassIters = 5
vias = 7033
ant_nets = 0
drc_errors = 0
drtIter0Drc = 406
diodes = 0
drt-total-wl_um = 26700

[synth]
ys_ff = 293
synth.yosys.seq_area_share_pct = 69.1
edf_count = 280
netlist_area_um2 = 12500
async_flop_share_pct = 0
synthCells = 785
synth_cell_types = 39
ys_warn_count = 1
avgSynthCellArea_um2 = 16.0
ys.flop_type = edfxtp_1
yosys-stat-cells = 785
ys_area_um2 = 12500

[clocking]
cts_made_buffers = 31
clock_sinks = 293
post_cts_resized = 0
clk_pin_slew_ns = 0.06
cts_hold_buffers = 0
cts-root-buf = clkbuf_16
cts_max_level = 1
post_cts_buffers = 0
cts_tree = built
clockBufferDepth = 3
worst_skew_pair.late_latency_ns = 0.55

[cells_and_area]
final_common_cell = edfxtp_1
syn_to_final_growth_pct = 16.4
drive_above_1_share_pct = 16.7
fill_cells = 1838
finalInstanceArea_um2 = 14600
lay_top_cells = 280 x edfxtp_1, 143 x nor2_1, 76 x clkdlybuf4s50_1

[final_timing]
fin_crit_sh_pct = 73.2
setup_viol = 0
setup_tns_ns = 0
min_period_ns = 4.17
final.setup_skew_ns = 0.0133
rsz0062_at_grt = no
tightest_slew_ns = 0.914
fmax_mhz = 240
hold_viol_final = 0
slew_viol_final = 0
slew-limit-headroom_pct = 38.9

[floorplan]
chip_area_um2 = 25700
core_um2 = 24500
die_w_um = 160
io_pins = 77
dieHeight_um = 160
std_cell_rows = 57
fp_util_pct = 51.2

[global_route]
grt_max_degree = 71
gr-total-overflow = 0
met3_usage_pct = 15.1
busiest_layer = met1
grt_pass1_wl_um = 42300
grt_use_total_pct = 24.4
met1_usage_pct = 35.9
grt_use_met2_pct = 35.7
first_global_vias = 7531
antenna_found_initial = 0

[min_path]
whs_path_depth = 2
worst_hold_path_type = flip-flop to flip-flop
hp-start = rd_addr[2]$_SDFFE_PN0P_

[power_and_ir_drop]
worst_ir_drop_vdd_v = 0.000251
power_density_nw_per_um2 = 381
power_mw = 5.56
leakage_nw = 5.17

[flow_run]
warnings = 28
cap_viol_max_count = 0

[status]
status = finished, final reports clean

stage by stage:
step	std cells	utilization (%)	hold slack, ns	setup WS, ns
final	1205	59.6	0.516	1.53
after global routing	1205	59.6	0.552	1.35
after CTS	1205	59.6	0.519	1.43
after detailed placement	1151	55.9	0.504	1.82
after global placement	1151	55.9	0.491	1.81
after floorplan	785	-	0.484	0.860
area by class of cell:
class | count | area (um^2) | area share [%]
multi-input combinational | 430 | 3650 | 25.0
inverter | 7 | 26.3 | 0.180
tap | 324 | 405 | 2.78
sequential | 293 | 8670 | 59.5
clock buffer | 40 | 810 | 5.55
clock inverter | 14 | 91.3 | 0.626
timing repair buffer | 97 | 931 | 6.38
power by group:
| part | internal, mW | switching, mW |
|---|---|---|
| Combinational | 0.665 | 0.567 |
| Sequential | 2.45 | 0.0812 |
| Clock | 1.03 | 0.759 |
| Total | 4.15 | 1.41 |
flip-flops by register name, indices dropped and copies added, names as in the netlist, named ones only:
register	flops
rd_addr	3
wr_addr	3
ram	280
d_cnt	4
critical path, stage by stage, from the launching register on:
cell	delay (ns)
dfxtp_2	0.82
buf_4	0.53
mux4_2	0.37
mux2i_1	0.28
nor2_1	0.08
clkdlybuf4s50_1	0.40
metal layers:
layer / share of wire (%) / up-vias
li1: - / 3161
met1: 37 / 3395
met2: 48 / 442
met3: 14 / 35
met4: 1.3 / 0
met5: 0 / -
synth_stat cells, types with 2 or more instances:
library cell	number	area [um^2]
dfxtp_1	13	260
mux2i_1	37	370
nand3_1	6	30.0
nand3b_1	2	15.0
edfxtp_1	280	8410
clkbuf_1	25	93.8
o21ai_0	7	35.0
mux4_2	70	1580
o21ai_1	2	10.0
inv_1	6	22.5
and3_1	72	450
buf_1	4	15.0
a21oi_1	6	30.0
nor2b_1	3	18.8
nand2_1	50	188
nor2_1	145	544
ha_1	8	100
a21boi_0	4	30.0
buf_2	25	125
cell families (layout without fill, tap and decap cells):
kind of cell / after synthesis / after routing / synth area share, %
DFF: 293 / 293 / 69.1
xor gates and xnor gates: 2 / 2 / 0.140
AOI/OAI and AO/OA: 29 / 29 / 1.69
muxes: 107 / 107 / 15.5
and+or+nand+nor: 283 / 283 / 10.4
adders and majority gates: 9 / 9 / 0.958
buffers and inverters: 62 / 158 / 2.17
worst max path at each step:
stage         startpoint        end  depth (start not counted)
CTS            flip-flop   odata[3]                          5
global route   flip-flop  odata[12]                          5
finish         flip-flop   odata[3]                          5
No activity file was given, so power comes from the tool's default toggle rates.
