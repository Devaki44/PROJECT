`flow/run.sh`:
```
#!/bin/bash
# OpenROAD 26Q1-2900-gdf79404cd8, Yosys 0.63+post, stock flow scripts
make -C /OpenROAD-flow-scripts/flow DESIGN_CONFIG=/design/flow/config.mk WORK_HOME=/design/flow/orfs finish
```
`flow/config.mk`:
```
export PLATFORM = sky130hd
export DESIGN_NAME = mux
export DESIGN_NICKNAME = mux
export VERILOG_FILES = /design/flow/design.v
export SDC_FILE = /design/flow/constraint.sdc
export NUM_CORES = 4
export LEC_CHECK = 1
export CORE_AREA = 10 10 102 102
export DIE_AREA = 0 0 112 112
```
`flow/constraint.sdc`:
```
current_design mux

set clk_period 7.3
set clk_io_pct 0.2

create_clock -name clk0 -period $clk_period

set non_clock_inputs [all_inputs -no_clocks]
set_input_delay [expr $clk_period * $clk_io_pct] -clock clk0 $non_clock_inputs
set_output_delay [expr $clk_period * $clk_io_pct] -clock clk0 [all_outputs]
```
`flow/design.v`:
```
module mux ( 
        idata_0,  
        ivalid_0, 
        ivch_0,   
        idata_1,  
        ivalid_1, 
        ivch_1,   
        idata_2,  
        ivalid_2, 
        ivch_2,   
        idata_3,  
        ivalid_3, 
        ivch_3,   
        idata_4,  
        ivalid_4, 
        ivch_4,   
        sel, 
        odata,  
        ovalid, 
        ovch    
);
input    [34:0]    idata_0;  
input                  ivalid_0; 
input    [0:0]     ivch_0;   
input    [34:0]    idata_1;  
input                  ivalid_1; 
input    [0:0]     ivch_1;   
input    [34:0]    idata_2;  
input                  ivalid_2; 
input    [0:0]     ivch_2;   
input    [34:0]    idata_3;  
input                  ivalid_3; 
input    [0:0]     ivch_3;   
input    [34:0]    idata_4;  
input                  ivalid_4; 
input    [0:0]     ivch_4;   
input    [4:0]     sel;  
output   [34:0]    odata;  
output                 ovalid; 
output   [0:0]     ovch;   
assign odata = 
                (sel == 5'b00001) ? idata_0 : 
                (sel == 5'b00010) ? idata_1 : 
                (sel == 5'b00100) ? idata_2 : 
                (sel == 5'b01000) ? idata_3 : 
                (sel == 5'b10000) ? idata_4 : 
                35'b0;
assign ovalid = 
                (sel == 5'b00001) ? ivalid_0 : 
                (sel == 5'b00010) ? ivalid_1 : 
                (sel == 5'b00100) ? ivalid_2 : 
                (sel == 5'b01000) ? ivalid_3 : 
                (sel == 5'b10000) ? ivalid_4 : 
                1'b0;
assign ovch = 
                (sel == 5'b00001) ? ivch_0 : 
                (sel == 5'b00010) ? ivch_1 : 
                (sel == 5'b00100) ? ivch_2 : 
                (sel == 5'b01000) ? ivch_3 : 
                (sel == 5'b10000) ? ivch_4 : 
                1'b0;
endmodule
```
==> out/notes.md <==
The flow ran to the end, and the final reports show no timing, DRC or antenna violations. The total negative slack came out at 0 ns. After detailed placement, the total cell area comes to 4300 um2. The starting density of the core is 0.243.

Of all cell types, the one taking the most synthesized area is sky130_fd_sc_hd__a21oi_1. For the number of max-capacitance violations reported, the log shows 0. The post-CTS setup-driven buffer insertion count was 0.

The slew at the pin closest to its max-slew limit was 0.788 ns. A synthesized cell averages 6.20 um2. The combinational cell fraction of total power was 1.000. The logs give 7 for the number of iterations in the first detailed-routing pass and 0 for the clock power share. The signal on the critical path passes through clkdlybuf4s50_1, buf_4, nor3_4, buf_4, a222oi_1, o21ai_1, clkdlybuf4s50_1. In the finished design the tool counted flip-flops and latches totalling 0. The number of top-level pins came out at 227. Per the OpenROAD floorplan log, the area of the die is 12500 um2. The placement report lists the number of port buffers as 227.

The width of the die came out at 112 um. Yosys mapped the design onto 28 distinct sky130hd cell types. In this run the VDD rail shows a maximum IR drop of 0.0225 mV. The worst setup path is launched from a primary input.

The run gives 33 as the placement row count. Library cell contributing the largest single delay on the critical path: sky130_fd_sc_hd__nor3_4. The leakage power was 1.60 nW; the floorplan die height was 112 um.

Pin count of the biggest net entering global routing: 55. For the post-cts hold buffer count, the log shows 0. The combined global-route utilization of all metal layers was 0.208. Logged for this run, the post-placement worst setup slack is 1.50 ns. With the clock period minus final worst setup slack at 5.78 ns, the chip area estimate from yosys synthesis is 2000 um2. The largest fanout on the critical path came out at 21. The timing report gives the biggest stage delay along the critical path as 0.69 ns. For the sequential cell fraction of total power, the log shows 0.

Kind of cell with the highest combined delay on the critical path: buffers and inverters. Counting tap cells, the placed design contains a total of 621 instances. For the worst setup path, the data arrival time is 4.32 ns.

OpenROAD emitted warnings numbering 32. The share of layout cells above drive strength 1 is 0.0426, and the net switching share of the total power is 0.361. Once iteration 0 of detailed routing completed, the report listed 248 DRC markers. The count of placed standard cells in the final layout, fillers left out is 621.

After layout, the clock buffer instance count stands at 0. Flip-flop and latch area: 0 um2. The main area contributors are sky130_fd_sc_hd__a21oi_1 14%, sky130_fd_sc_hd__o211a_1 14%, sky130_fd_sc_hd__o221ai_1 12%, sky130_fd_sc_hd__o211ai_1 10%, sky130_fd_sc_hd__o21ai_0 9.3%. The logs give 0 for the max-slew violation count and 0.524 for the share of the core filled with cells in the final layout. At the end of routability-driven placement, the weighted congestion stood at 0.971. sky130_fd_sc_hd__a21oi_1 is the most common cell in the netlist. The switching power of the nets was 0.0000764 W; the post-CTS resize count was 0. Per the post-route antenna check, the number of violating nets is 0.

In the post-route report, total wirelength is listed as 14200 um. The area growth from synthesis to layout works out to 115%. The worst path meets setup with 1.52 ns of slack. The nature of the critical path endpoint was an output port.

The count of instantiated cells in the yosys netlist is 322. Total core area: 8220 um2. Internal power comes to 0.000135 W. The run gives 0 as the register area share after synthesis. For the number of antenna violations at the first check in global routing, the log shows 1.

The most critical min-delay path falls under primary input to output port. The timing report notes that buffer and inverter cells on the critical path total 4. The run gives 22.9 um for the average wire per standard cell. The global route total overflow was 0. The script computed a power per unit cell area of 49.2 nW/um2.

Static timing analysis puts the maximum clock frequency at 173 MHz. The final antenna diode count was 0; the global-route wire length before repair was 21400 um. The remaining design rule violation count was 0; the number of hold-slack violations in the final timing report was 0. The worst slew margin relative to its limit is 0.473, and the via count of the first global-routing pass is 3630. The kind of critical path was primary input to output port. For the worst setup path, the data required time is 5.84 ns.

The routed layout has 3479 vias. The via-per-instance ratio is 5.60, and the final clock period utilization by the worst path is 0.792. In the final report, the number of endpoints failing setup comes to 0. The total standard cell area after synthesis was 2000 um2; the final cell area excluding filler cells was 4300 um2.

The wire-length estimate of the detail-placed layout is 11200 um. The warning tally printed by Yosys for this design is 0. The cell count after synthesis came out at 322.

Setup repair after global routing left no endpoint under its margin. The top cell type's share of synthesized area is 0.135. By count the netlist is led by 54 x sky130_fd_sc_hd__a21oi_1, 37 x sky130_fd_sc_hd__o21ai_0, 32 x sky130_fd_sc_hd__clkbuf_1.
-- path summary, 6_finish.rpt --
kind | cells after the start | end | from | slack (ns)
hold / removal | 4 | odata[24] | idata_0[24] | 3.83
setup / recovery | 7 | odata[24] | sel[4] | 1.52
-- power by group through the flow --
stage	Combinational [W]	Sequential (W)	Clock, W
after CTS	0.000213	0	0
after global routing	0.000230	0	0
final	0.000212	0	0
-- logic make-up after synthesis --
family                 synth area share
buffers and inverters             0.125
and+or+nand+nor                   0.179
AOI/OAI and AO/OA                 0.696
-- layout by cell type, fill, tap and decap left out, types with 3 or more instances in the layout --
cell type	netlist	final
sky130_fd_sc_hd__clkdlybuf4s50_1	0	227
sky130_fd_sc_hd__a21oi_1	54	54
sky130_fd_sc_hd__o21ai_0	37	37
sky130_fd_sc_hd__nand3_1	27	27
sky130_fd_sc_hd__o221ai_1	27	27
sky130_fd_sc_hd__o211ai_1	27	27
sky130_fd_sc_hd__o211a_1	27	27
sky130_fd_sc_hd__buf_4	0	13
sky130_fd_sc_hd__nor2_1	10	10
sky130_fd_sc_hd__o21a_1	10	10
sky130_fd_sc_hd__inv_1	10	10
sky130_fd_sc_hd__a222oi_1	10	10
sky130_fd_sc_hd__nand2_1	10	10
sky130_fd_sc_hd__o21ai_1	10	10
sky130_fd_sc_hd__nor2b_2	0	3
-- per-layer routing --
layer	wire, um	share of wire	vias up	track usage
met3	2000	0.14	8	0.101
met2	6350	0.45	237	0.329
met1	5730	0.40	1556	0.262
li1	-	-	1678	-
met4	119	0.0084	0	0.0186
met5	0	0	-	0
-- layout make-up --
| cell class | instances | area (um2) |
|---|---|---|
| fillers | 803 | 3920 |
| inverters | 10 | 37.5 |
| multi-input cells | 266 | 1760 |
| well taps | 105 | 131 |
| repair buffers | 240 | 2370 |
-- worst min-delay path, cell delays in order --
cell                              delay (ns)
sky130_fd_sc_hd__clkdlybuf4s50_1        0.40
sky130_fd_sc_hd__nand2_1                0.06
sky130_fd_sc_hd__o21ai_1                0.05
sky130_fd_sc_hd__clkdlybuf4s50_1        0.40
-- per-stage QoR --
stage	power, W	hold slack [ns]
after floorplan	0.0000671	2.98
after global placement	0.000211	3.83
after detailed placement	0.000211	3.82
after CTS	0.000213	3.83
after global routing	0.000230	3.87
final	0.000212	3.83
Power is estimated from default activity; no workload was simulated.
